[flow/config.mk]
export PLATFORM = sky130hd
export DESIGN_NAME = MulUnit
export DESIGN_NICKNAME = MulUnit
export VERILOG_FILES = /design/flow/design.v
export SDC_FILE = /design/flow/constraint.sdc
export NUM_CORES = 4
export LEC_CHECK = 1
export CORE_UTILIZATION = 40
[flow/constraint.sdc]
current_design MulUnit

set clk_period 32.3
set clk_io_pct 0.2

create_clock -name clk0 -period $clk_period [get_ports {clk}]

set non_clock_inputs [all_inputs -no_clocks]
set_input_delay [expr $clk_period * $clk_io_pct] -clock clk0 $non_clock_inputs
set_output_delay [expr $clk_period * $clk_io_pct] -clock clk0 [all_outputs]
[flow/design.v]
import BasicTypes::*;
import RvTypes::*;
import Rv32Types::*;
import RafiTypes::*;
interface InterruptControllerIF;
    logic valid;
    logic [3:0] code;  
    modport InterruptController(
    output
        valid,
        code
    );
    modport FetchStage(
    input
        valid,
        code
    );
endinterface
package BasicTypes;
parameter BYTE_WIDTH = 8;
typedef logic signed [7:0]  int8_t;
typedef logic signed [15:0] int16_t;
typedef logic signed [31:0] int32_t;
typedef logic signed [63:0] int64_t;
typedef logic [7:0]  uint8_t;
typedef logic [15:0] uint16_t;
typedef logic [31:0] uint32_t;
typedef logic [63:0] uint64_t;
typedef struct packed {
    logic sign;
    logic [7:0] exponent;
    logic [22:0] fraction;
} fp32_t;
endpackage
package RvTypes;
parameter REG_ADDR_WIDTH = 5;
parameter CSR_ADDR_WIDTH = 12;
parameter FRM_RNE = 3'b000;  
parameter FRM_RTZ = 3'b001;  
parameter FRM_RDN = 3'b010;  
parameter FRM_RUP = 3'b011;  
parameter FRM_RMM = 3'b100;  
parameter FRM_DYN = 3'b111;  
parameter EXCEPTION_CODE_INSN_ADDR_MISALIGNED  = 4'h0;
parameter EXCEPTION_CODE_INSN_ACCESS_FAULT     = 4'h1;
parameter EXCEPTION_CODE_ILLEGAL_INSN          = 4'h2;
parameter EXCEPTION_CODE_BREAKPOINT            = 4'h3;
parameter EXCEPTION_CODE_LOAD_ADDR_MISALIGNED  = 4'h4;
parameter EXCEPTION_CODE_LOAD_ACCESS_FAULT     = 4'h5;
parameter EXCEPTION_CODE_STORE_ADDR_MISALIGNED = 4'h6;
parameter EXCEPTION_CODE_STORE_ACCESS_FAULT    = 4'h7;
parameter EXCEPTION_CODE_ECALL_FROM_U          = 4'h8;
parameter EXCEPTION_CODE_ECALL_FROM_S          = 4'h9;
parameter EXCEPTION_CODE_ECALL_FROM_M          = 4'hb;
parameter EXCEPTION_CODE_INSN_PAGE_FAULT       = 4'hc;
parameter EXCEPTION_CODE_LOAD_PAGE_FAULT       = 4'hd;
parameter EXCEPTION_CODE_STORE_PAGE_FAULT      = 4'hf;
parameter INTERRUPT_CODE_U_SOFTWARE = 4'h0;
parameter INTERRUPT_CODE_S_SOFTWARE = 4'h1;
parameter INTERRUPT_CODE_M_SOFTWARE = 4'h3;
parameter INTERRUPT_CODE_U_TIMER    = 4'h4;
parameter INTERRUPT_CODE_S_TIMER    = 4'h5;
parameter INTERRUPT_CODE_M_TIMER    = 4'h7;
parameter INTERRUPT_CODE_U_EXTERNAL = 4'h8;
parameter INTERRUPT_CODE_S_EXTERNAL = 4'h9;
parameter INTERRUPT_CODE_M_EXTERNAL = 4'hb;
typedef enum logic [1:0]
{
    MemoryAccessType_Instruction  = 2'h0,
    MemoryAccessType_Load         = 2'h2,
    MemoryAccessType_Store        = 2'h3
} MemoryAccessType;
typedef enum logic [1:0]
{
    Priv_User         = 2'b00,
    Priv_Supervisor   = 2'b01,
    Priv_Machine      = 2'b11
} Priv;
typedef logic [REG_ADDR_WIDTH-1:0] reg_addr_t;
typedef logic [CSR_ADDR_WIDTH-1:0] csr_addr_t;
typedef struct packed {
    logic NV;    
    logic DZ;    
    logic OF;    
    logic UF;    
    logic NX;    
} fflags_t;
endpackage
import BasicTypes::*;
import RvTypes::*;
import Rv32Types::*;
module MulUnit(
    output logic done,
    output logic [31:0] result,
    input logic high,
    input logic src1_signed,
    input logic src2_signed,
    input logic [31:0] src1,
    input logic [31:0] src2,
    input logic enable,
    input logic stall,
    input logic flush,
    input logic clk,
    input logic rst
);
    typedef enum logic
    {
        State_Init = 1'h0,
        State_Done = 1'h1
    } State;
    logic [63:0] reg_result;
    State reg_state;
    logic [63:0] next_result;
    State next_state;
    logic sign1;
    logic sign2;
    logic [32:0] extended_src1;
    logic [32:0] extended_src2;
    always_comb begin
        done = (reg_state == State_Done);
        result = high ? reg_result[63:32] : reg_result[31:0];
        sign1 = src1_signed && src1[31];
        sign2 = src2_signed && src2[31];
        extended_src1 = {sign1, src1};
        extended_src2 = {sign2, src2};
        next_result = $signed(extended_src1) * $signed(extended_src2);
        next_state = (reg_state == State_Init && enable)
            ? State_Done
            : State_Init;
    end
    always_ff @(posedge clk) begin
        if (rst || flush) begin
            reg_result <= '0;
            reg_state <= State_Init;
        end
        else if (stall) begin
            reg_result <= reg_result;
            reg_state <= reg_state;
        end
        else begin
            reg_result <= next_result;
            reg_state <= next_state;
        end
    end
endmodule
[flow/run.sh]
#!/bin/bash
# OpenROAD 26Q1-2900-gdf79404cd8, Yosys 0.63+post, stock flow scripts
make -C /OpenROAD-flow-scripts/flow DESIGN_CONFIG=/design/flow/config.mk WORK_HOME=/design/flow/orfs finish
==> ds_physical_params.txt <==
Characteristics after synthesis and place and route

Parameter                              Value

Drt
  Total number of vias .................. 28600
  Post-detailed-routing wire length .................. 104000 microns
  Count of antenna diodes in the layout .................. 0
  Total iterations of the first detailed-routing run .................. 5
  Routed WL per cell .................. 18.0 microns
  Residual DRC count .................. 0
  Antenna Violating Nets Remaining .................. 0
  Iteration-0 DRC count of the detailed router .................. 1232
  Per-cell via count in the routed design .................. 4.97

Worst hold path
  Hold crit path type .................. register to register
  Launch point of the worst hold path .................. reg_result[60]
  Endpoint of the worst hold path .................. reg_result[60]
  Hold Path Cell Cnt .................. 2

Synth
  Cell area after technology mapping .................. between 40000 and 50000 sq um
  Synth Register Bits .................. 65
  Cell count in the Yosys report .................. 4454
  Number of distinct library cells after synthesis .................. ~74
  Async set-reset flop share out of synthesis .................. 0%
  Area figure in the yosys stat output .................. 40600 sq um
  Flip-flop cell with the highest count after synthesis .................. dfxtp_1
  Post-Synthesis Cells .................. 4454
  Post-Synthesis Mean Instance Area .................. 9.11 sq um
  Sequential area share after synthesis .................. 3.21%
  Number of warning messages in the yosys log .................. 4
  Count of library flops with an enable pin .................. 0

Placement
  Area post-placement .................. 42900 sq um
  Final weighted congestion in routability-driven placement .................. between 0.9 and 1
  Port Buffers .................. around 100
  Detailed placer's ending HPWL .................. 85600 microns

Global route
  Total congestion overflow .................. 0
  First-pass GRT wire length .................. between 150000 and 200000 microns
  Number of global-route vias before repair .................. 31200
  Pin count of the biggest net entering global routing .................. around 56
  Initial antenna violation count .................. 4
  Global-route usage over all layers .................. 23.0%

Layout
  Utilization after layout .................. 43.1%
  Final non-filler cell area .................. 43200 sq um
  Share of final-layout standard cells stronger than drive strength 1 .................. ~3.5%
  Synth-to-layout area growth .................. 6.57%

Clocking
  Number of buffers created by CTS .................. 9
  CTS H-tree lvls .................. 3
  Clock transition at the registers of the reported paths .................. 0.06 ns
  Setup Buffers After CTS .................. 0
  Number of hold buffers added after cts .................. 0
  CTS Root Cell .................. clkbuf_16
  Count of clock tree sinks .................. between 60 and 70
  Post-cts sizing count .................. 0
  Number of buffers on the longest clock path .................. 2
  Later-pin clock latency in the skew report .................. 0.33 ns
  CTS tree .................. yes

Floorplanning
  Die footprint .................. between 100000 and 150000 sq um
  Die height .................. approximately 320 microns
  Core region area .................. between 100000 and 150000 sq um
  Floorplan core density .................. 40.4%
  Number of placement rows .................. around 120
  Number of primary I/O pins .................. 105
  Die width .................. 320 microns

Final timing
  Maximum clock rate .................. about 65 MHz
  Final-report max-slew violation count .................. 0
  Final count of hold timing violations .................. 0
  Worst slew margin relative to its limit .................. 45.1%
  Worst-margin pin slew .................. between 0.8 and 0.9 ns
  Setup-violating endpoint count in the final report .................. 0
  Final clock period utilization by the worst path .................. 47.7%
  Post-Route Skew .................. 0 ns
  Post-Route Setup TNS .................. 0 ns
  RSZ-0062 raised after global routing .................. false
  Tmin final .................. 15.41 ns

Status
  Status .................. finished, final reports clean

Worst setup path
  Kind of capture point of the worst setup path .................. register
  Data required time of the critical path .................. 32.52 ns
  Arrival time worst endpoint .................. 15.63 ns
  Endpoint of the worst-slack reg-to-reg timing path .................. reg_result[30]
  Launching element type of the critical path .................. input port
  Type of the worst setup path .................. input port to register
  Setup slack of the most critical reg-to-reg path .................. around 32 ns
  Launch instance of the worst register-to-register path .................. reg_result[30]
  Count of cells along the worst register-to-register path .................. 1
  Worst Path Max Fanout .................. 18

Flow run
  Max-cap violation count .................. 0
  Number of warnings the tools reported .................. 25
==> layer usage <==
layer | global-route usage [%] | vias to the layer above | wire, microns
li1 | - | 12700 | -
met4 | 3.74 | 4 | 2190
met1 | 33.4 | 14900 | 42200
met3 | 6.40 | 120 | 7750
met5 | 0.0473 | - | 26
met2 | 36.8 | 940 | 51400
==> worst max-delay path by stage <==
| stage | from | endpoint | cells past startpoint |
|---|---|---|---|
| after CTS | src1[31] | reg_result[62] | 27 |
| after global routing | src1_signed | reg_result[58] | 25 |
| final | src1_signed | reg_result[58] | 25 |
==> kinds of logic (layout without fill, tap and decap cells) <==
kind of cell,Yosys count,count (layout),share of synthesized area (%)
fa+ha+maj,1337,1337,62.1
buf+inv,1339,1290,12.4
flops,65,65,3.21
xor+xnor,75,75,1.62
simple gates,1325,1325,15.1
compound gates,266,266,4.36
mux,47,47,1.26
==> registers in the layout, summed over array words and instances (netlist names) <==
register	cells
reg_result	64
reg_state	1
==> cell usage after synthesis (all sizes together) (6+ instances only) <==
| cell type | number | share of area, % |
|---|---|---|
| a21o | 37 | 0.69 |
| a21oi | 94 | 1.2 |
| and2 | 360 | 5.6 |
| and3 | 30 | 0.46 |
| buf | 13 | 0.15 |
| clkbuf | 229 | 2.1 |
| dfxtp | 65 | 3.2 |
| fa | 1125 | 56 |
| ha | 212 | 6.5 |
| inv | 1096 | 10 |
| mux2 | 32 | 0.89 |
| mux2i | 15 | 0.37 |
| nand2 | 766 | 7.1 |
| nand3 | 12 | 0.15 |
| nand4 | 12 | 0.22 |
| nor2 | 107 | 0.99 |
| nor2b | 6 | 0.093 |
| nor3 | 10 | 0.14 |
| o211ai | 9 | 0.18 |
| o21ai | 53 | 0.65 |
| o21bai | 11 | 0.20 |
| o31ai | 6 | 0.11 |
| or2 | 11 | 0.17 |
| xnor2 | 49 | 1.1 |
| xor2 | 26 | 0.56 |
==> through the flow <==
step	std cells	hold WS (ns)	worst slack, ns
4_1_cts	5762	0.448	16.95
2_1_floorplan	4454	0.420	18.27
5_1_grt	5762	0.481	16.37
3_5_place_dp	5746	0.438	16.60
6_report	5762	0.448	16.89
3_3_place_gp	5746	0.436	16.70
==> area by class of cell <==
class                           count  area, sq um
Multi-Input combinational cell   3050        34200
Fill cell                        9727        57100
Clock inverter                      7         77.6
Timing Repair Buffer              177         1580
Sequential cell                    65         1300
Tap cell                         1357         1700
Inverter                         1097         4120
Clock buffer                        9          225
==> cells in the final DEF (no fill, tap or decap), types with 3 or more instances in the layout <==
master	count
o21ai_1	14
o22ai_1	3
a211oi_1	3
clkdlybuf4s50_1	103
nand4_1	11
o21bai_1	11
clkbuf_16	9
fa_1	1125
and2_1	359
buf_4	73
nor2_1	107
or2_2	10
a21o_1	35
a41oi_1	3
and3_1	30
a31oi_1	5
xnor2_1	49
mux2i_1	15
xor2_1	26
o31ai_1	6
nand3_1	12
nor2b_1	6
mux2_2	32
o21ai_0	39
or3_1	3
a21oi_1	93
ha_1	212
dfxtp_1	65
o211ai_1	8
nand2_1	766
nor3_1	9
a221o_1	3
nor4_1	3
inv_1	1096
o31a_1	3
==> critical path, cell delays in order <==
cell and delay (ns):
clkdlybuf4s50_1 0.87, and2_1 0.59, nand2_1 0.20, inv_1 0.16, fa_1 0.49, fa_1 0.63
fa_1 0.51, inv_1 0.41, fa_1 0.49, inv_1 0.08, fa_1 0.44, fa_1 0.50
fa_1 0.49, inv_1 0.05, fa_1 0.47, inv_1 0.04, ha_1 0.43, nand4_1 0.25
nor2b_1 0.36, nand3_1 0.12, o31ai_1 0.69, a21o_1 0.32, o21ai_1 0.12, a21o_1 0.20
a32o_1 0.24
