**design/flow/config.mk**
```make
export PLATFORM = sky130hd
export DESIGN_NAME = SqrtUnit
export DESIGN_NICKNAME = SqrtUnit
export VERILOG_FILES = /design/flow/design.v
export SDC_FILE = /design/flow/constraint.sdc
export NUM_CORES = 4
export LEC_CHECK = 1
export CORE_UTILIZATION = 40
```
**design/flow/constraint.sdc**
```tcl
current_design SqrtUnit

set clk_period 13.8
set clk_io_pct 0.2

create_clock -name clk0 -period $clk_period [get_ports {clk}]

set non_clock_inputs [all_inputs -no_clocks]
set_input_delay [expr $clk_period * $clk_io_pct] -clock clk0 $non_clock_inputs
set_output_delay [expr $clk_period * $clk_io_pct] -clock clk0 [all_outputs]
```
**design/flow/design.v**
```verilog
import BasicTypes::*;
import RvTypes::*;
import Rv32Types::*;
import RafiTypes::*;
interface InterruptControllerIF;
    logic valid;
    logic [3:0] code;  
    modport InterruptController(
    output
        valid,
        code
    );
    modport FetchStage(
    input
        valid,
        code
    );
endinterface
package BasicTypes;
parameter BYTE_WIDTH = 8;
typedef logic signed [7:0]  int8_t;
typedef logic signed [15:0] int16_t;
typedef logic signed [31:0] int32_t;
typedef logic signed [63:0] int64_t;
typedef logic [7:0]  uint8_t;
typedef logic [15:0] uint16_t;
typedef logic [31:0] uint32_t;
typedef logic [63:0] uint64_t;
typedef struct packed {
    logic sign;
    logic [7:0] exponent;
    logic [22:0] fraction;
} fp32_t;
endpackage
package RvTypes;
parameter REG_ADDR_WIDTH = 5;
parameter CSR_ADDR_WIDTH = 12;
parameter FRM_RNE = 3'b000;  
parameter FRM_RTZ = 3'b001;  
parameter FRM_RDN = 3'b010;  
parameter FRM_RUP = 3'b011;  
parameter FRM_RMM = 3'b100;  
parameter FRM_DYN = 3'b111;  
parameter EXCEPTION_CODE_INSN_ADDR_MISALIGNED  = 4'h0;
parameter EXCEPTION_CODE_INSN_ACCESS_FAULT     = 4'h1;
parameter EXCEPTION_CODE_ILLEGAL_INSN          = 4'h2;
parameter EXCEPTION_CODE_BREAKPOINT            = 4'h3;
parameter EXCEPTION_CODE_LOAD_ADDR_MISALIGNED  = 4'h4;
parameter EXCEPTION_CODE_LOAD_ACCESS_FAULT     = 4'h5;
parameter EXCEPTION_CODE_STORE_ADDR_MISALIGNED = 4'h6;
parameter EXCEPTION_CODE_STORE_ACCESS_FAULT    = 4'h7;
parameter EXCEPTION_CODE_ECALL_FROM_U          = 4'h8;
parameter EXCEPTION_CODE_ECALL_FROM_S          = 4'h9;
parameter EXCEPTION_CODE_ECALL_FROM_M          = 4'hb;
parameter EXCEPTION_CODE_INSN_PAGE_FAULT       = 4'hc;
parameter EXCEPTION_CODE_LOAD_PAGE_FAULT       = 4'hd;
parameter EXCEPTION_CODE_STORE_PAGE_FAULT      = 4'hf;
parameter INTERRUPT_CODE_U_SOFTWARE = 4'h0;
parameter INTERRUPT_CODE_S_SOFTWARE = 4'h1;
parameter INTERRUPT_CODE_M_SOFTWARE = 4'h3;
parameter INTERRUPT_CODE_U_TIMER    = 4'h4;
parameter INTERRUPT_CODE_S_TIMER    = 4'h5;
parameter INTERRUPT_CODE_M_TIMER    = 4'h7;
parameter INTERRUPT_CODE_U_EXTERNAL = 4'h8;
parameter INTERRUPT_CODE_S_EXTERNAL = 4'h9;
parameter INTERRUPT_CODE_M_EXTERNAL = 4'hb;
typedef enum logic [1:0]
{
    MemoryAccessType_Instruction  = 2'h0,
    MemoryAccessType_Load         = 2'h2,
    MemoryAccessType_Store        = 2'h3
} MemoryAccessType;
typedef enum logic [1:0]
{
    Priv_User         = 2'b00,
    Priv_Supervisor   = 2'b01,
    Priv_Machine      = 2'b11
} Priv;
typedef logic [REG_ADDR_WIDTH-1:0] reg_addr_t;
typedef logic [CSR_ADDR_WIDTH-1:0] csr_addr_t;
typedef struct packed {
    logic NV;    
    logic DZ;    
    logic OF;    
    logic UF;    
    logic NX;    
} fflags_t;
endpackage
import BasicTypes::*;
import RvTypes::*;
import Rv32Types::*;
module SqrtUnit #(
    parameter WIDTH = 16
)(
    output logic [WIDTH-1:0] sqrt,
    output logic [WIDTH-1:0] remnant,
    output logic done,
    input logic enable,
    input logic [WIDTH*2-1:0] src,
    input logic flush,
    input logic clk,
    input logic rst
);
    typedef logic [$clog2(WIDTH):0] _counter_t;
    _counter_t reg_counter;
    logic [WIDTH*2-1:0] reg_shifted_src;
    logic [WIDTH-1:0] reg_sqrt;
    logic [WIDTH-1:0] reg_remnant;
    logic [WIDTH+1:0] sub_src1;
    logic [WIDTH+1:0] sub_src2;
    logic [WIDTH+1:0] sub_result;
    logic sub_result_sign;
    always_comb begin
        sub_src1 = {reg_remnant, (reg_counter == _counter_t'(WIDTH)) ? src[WIDTH*2-1:WIDTH*2-2] : reg_shifted_src[WIDTH*2-1:WIDTH*2-2]};
        sub_src2 = {reg_sqrt, 2'b01};
        sub_result = sub_src1 - sub_src2;
        sub_result_sign = sub_result[WIDTH+1];
    end
    _counter_t next_counter;
    logic [WIDTH*2-1:0] next_shifted_src;
    logic [WIDTH-1:0] next_sqrt;
    logic [WIDTH-1:0] next_remnant;
    always_comb begin
        if (!enable || flush || reg_counter == '0) begin
            next_counter = _counter_t'(WIDTH);
            next_shifted_src = '0;
            next_sqrt = '0;
            next_remnant = '0;
        end
        else begin
            next_counter = reg_counter - 1;
            next_shifted_src = (reg_counter == _counter_t'(WIDTH)) ? src << 2 : reg_shifted_src << 2;
            next_sqrt = {reg_sqrt[WIDTH-2:0], ~sub_result_sign};
            next_remnant = sub_result_sign ? sub_src1[WIDTH-1:0] : sub_result[WIDTH-1:0];
        end
    end
    always_comb begin
        sqrt = reg_sqrt;
        remnant = reg_remnant;
        done = reg_counter == '0;
    end
    always_ff @(posedge clk) begin
        if (rst) begin
            reg_counter <= _counter_t'(WIDTH);
            reg_shifted_src <= '0;
            reg_sqrt <= '0;
            reg_remnant <= '0;
        end
        else begin
            reg_counter <= next_counter;
            reg_shifted_src <= next_shifted_src;
            reg_sqrt <= next_sqrt;
            reg_remnant <= next_remnant;
        end
    end
endmodule
```
**design/flow/run.sh**
```bash
#!/bin/bash
# OpenROAD 26Q1-2900-gdf79404cd8, Yosys 0.63+post, stock flow scripts
make -C /OpenROAD-flow-scripts/flow DESIGN_CONFIG=/design/flow/config.mk WORK_HOME=/design/flow/orfs finish
```
==> reports/metrics.csv <==
stage,metric,value,unit
flow_run,OpenROAD warning count,26,
grt,sum of overflow across all layers after global routing,0,
route,DRC,0,
critical_path,worst setup slack for register-to-register paths,10.70,ns
sta,Slew headroom,0.488,
grt,wire length of the first global-routing pass,12.3,mm
cells_and_area,signed area change from the synthesized netlist to the final layout,31.5,%
sta,final hold viol count,0,
clock_tree,htree depth,3,
clock_tree,CTS Hold Bufs,0,
status,run status,finished clean,
synth,area reported by Yosys stat,3100,um^2
floorplanning,initial cell density of the core,0.421,
synth,Yosys Warn Count,4,
floorplanning,Die Ht,90.1,um
floorplanning,chip width,90.1,um
floorplanning,number of ports placed on the die boundary,69,
synth,number of register bits inferred by synthesis,67,
power_and_ir_drop,Max VDD drop,0.144,mV
flow_run,max_cap viols,0,
sta,transition time at the pin with the least slew margin,0.766,ns
critical_path,endpoint required time on the critical path,14.03,ns
route,routed length per placed instance,13.4,um
route,remaining antenna violation count after routing,0,
power_and_ir_drop,power per unit of standard cell area,262,nW/um^2
clock_tree,number of clock sinks,67,
clock_tree,Clock Root Buffer,clkbuf_8,
synth,cell count listed in synth_stat.txt,365,
sta,RSZ-0062 raised after global routing,no,
clock_tree,clock transition at the registers of the reported paths,0.07,ns
placed_design,final weighted congestion in routability-driven placement,0.821,
synth,Post-Syn Area per Cell,8.50,um^2
clock_tree,Clock Latency Late Sink,0.34,ns
critical_path,CP Class,input port to flop,
sta,final-layout setup total negative slack,0,ns
floorplanning,floorplan row count,31,
cells_and_area,count of filler cells inserted in the layout,691,
clock_tree,number of gates given a new drive strength after cts,0,
placed_design,number of buffers added on ports,68,
grt,Overall Global Routing Usage,0.189,
worst_hold_path,worst min-delay path class,flop to flop,
synth,Unique cell types,48,
clock_tree,number of buffers added by the clock tree synthesis step,9,
grt,initial antenna violation count,0,
sta,final worst clock skew,0.00929,ns
cells_and_area,"commonest cells after routing, fill and taps aside","68 x clkdlybuf4s50_1, 67 x dfxtp_1, 45 x a21oi_1",
synth,cell count after synthesis,365,
cells_and_area,"most common cell after layout, fill and taps aside",clkdlybuf4s50_1,
power_and_ir_drop,leakage power of the design,1.54,nW
route,via density per instance,5.03,
cells_and_area,fraction of layout cells with a size suffix above 1,0.0826,
synth,cell area after synthesis,3100,um^2
critical_path,endpoint class of the critical path,flop,
sta,total of endpoints with negative setup slack in the final report,0,
clock_tree,TritonCTS clock tree,done,
floorplanning,full die area,8120,um^2
route,number of design-rule violations left by the first detailed-router iteration,90,
placed_design,total half-perimeter wirelength after legalization and detailed placement,4.96,mm
route,DRT Wirelength,7.15,mm
sta,pins over their slew limit,0,
route,Pre-Repair DR Iteration Count,4,
sta,clock period minus worst slack,4.80,ns
sta,"Period Utilization, post-route",0.348,
floorplanning,Core Area,7370,um^2
critical_path,kind of start point of the critical path,input port,
synth,register area share after synthesis,0.432,
route,number of antenna repair diodes,0,
grt,largest net degree at the start of global routing,34,
clock_tree,number of buffers inserted to repair setup after CTS,0,
sta,tightest hold margin,0.435,ns
grt,number of global-route vias before repair,2659,
clock_tree,maximum buffer depth of the clock tree,2,
route,DR vias,2691,
critical_path,critical path data arrival time,5.03,ns
critical_path,maximum net fanout on the critical path,9,
sta,maximum operating frequency,209,MHz
[cells by family (layout without fill, tap and decap cells)]
kind of cell | count (synthesis) | count (layout) | share of synthesized area
AND-OR/OR-AND | 91 | 91 | 0.183
XOR/XNOR | 14 | 14 | 0.0395
adder cells (fa/ha/maj) | 18 | 18 | 0.0726
buffers and inverters | 35 | 106 | 0.0496
flip-flops | 67 | 67 | 0.432
multiplexers | 6 | 6 | 0.0250
AND/OR/NAND/NOR | 134 | 134 | 0.198
[per-stage QoR]
| stage | setup WS [ns] | util | power [mW] | std cells | instance area [um^2] |
|---|---|---|---|---|---|
| 6_report | 9.00 | 0.554 | 1.07 | 535 | 4080 |
| 5_1_grt | 8.74 | 0.554 | 1.16 | 535 | 4080 |
| 4_1_cts | 9.01 | 0.554 | 1.08 | 535 | 4080 |
| 3_5_place_dp | 8.64 | 0.525 | 0.891 | 520 | 3870 |
| 3_3_place_gp | 8.70 | 0.525 | 0.888 | 520 | 3870 |
| 2_1_floorplan | 9.27 | - | 0.768 | 365 | 3100 |
[cell usage after synthesis (all sizes together)]
cell | number | area share
mux2i | 5 | 0.020
and3 | 2 | 0.0040
a31oi | 1 | 0.0040
a311o | 1 | 0.0032
xor2 | 3 | 0.0085
nor3 | 5 | 0.0081
dfxtp | 67 | 0.43
o21ai | 20 | 0.032
a21oi | 47 | 0.078
a31o | 2 | 0.0056
or2 | 1 | 0.0020
ha | 18 | 0.073
o21bai | 1 | 0.0024
xnor2 | 11 | 0.031
o21a | 5 | 0.012
nand2b | 4 | 0.0081
nand4 | 2 | 0.0040
nor2b | 1 | 0.0020
nand3 | 38 | 0.061
a22oi | 1 | 0.0069
a21boi | 2 | 0.0048
o2111a | 1 | 0.0036
o21ba | 1 | 0.0032
and2 | 3 | 0.0060
a21o | 1 | 0.0024
a211oi | 4 | 0.013
o211ai | 1 | 0.0040
nor3b | 2 | 0.0048
or3 | 1 | 0.0020
o31ai | 1 | 0.0024
clkbuf | 12 | 0.015
o31a | 1 | 0.0028
and4bb | 1 | 0.0040
inv | 17 | 0.021
nand2 | 43 | 0.052
mux2 | 1 | 0.0048
nor2 | 31 | 0.040
o22ai | 1 | 0.0020
buf | 6 | 0.015
[state kept, by name (all words and copies together), names as in the netlist]
name	flops
reg_shifted_src	30
reg_remnant	16
reg_sqrt	16
reg_counter	5
[layer usage]
layer | track usage | up-vias | part of all wire
li1 | - | 1392 | -
met1 | 0.262 | 1224 | 0.48
met2 | 0.310 | 66 | 0.45
met3 | 0.0524 | 9 | 0.056
met4 | 0.0242 | 0 | 0.013
met5 | 0 | - | 0
[worst max-delay path, cell delays in order]
cell	delay [ns]
clkdlybuf4s50_1	0.42
o21ai_0	0.16
mux2i_1	0.14
a31oi_2	0.33
o211ai_2	0.13
a22oi_4	0.26
mux2i_4	0.43
nor2_4	0.13
a31o_2	0.25
[cell type report]
class | count | area [um^2] | area share
timing repair buffer | 74 | 726 | 0.178
clock buffer | 10 | 138 | 0.0337
sequential | 67 | 1340 | 0.329
multi-input combinational | 263 | 1610 | 0.395
inverter | 17 | 63.8 | 0.0156
tap | 99 | 124 | 0.0303
clock inverter | 5 | 77.6 | 0.0190
[final timing paths]
path,endpoint,depth (start not counted),from
max,reg_remnant[14],9,src[31]
min reg2reg,reg_shifted_src[18],2,reg_shifted_src[16]
min,reg_shifted_src[18],2,reg_shifted_src[16]
max reg2reg,reg_remnant[14],12,reg_counter[4]
[power by group]
group | total (mW) | internal (mW) | leakage (nW) | switching, mW
Sequential | 0.232 | 0.215 | 0.543 | 0.0168
Clock | 0.178 | 0.105 | 0.108 | 0.0729
Combinational | 0.660 | 0.298 | 0.886 | 0.363
Power is estimated from default activity; no workload was simulated.
