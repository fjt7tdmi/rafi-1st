[design/flow/run.sh]
#!/bin/bash
# OpenROAD 26Q1-2900-gdf79404cd8, Yosys 0.63+post, stock flow scripts
make -C /OpenROAD-flow-scripts/flow DESIGN_CONFIG=/design/flow/config.mk WORK_HOME=/design/flow/orfs finish
[design/flow/config.mk]
export PLATFORM = sky130hd
export DESIGN_NAME = Timer
export DESIGN_NICKNAME = Timer
export VERILOG_FILES = /design/flow/design.v
export SDC_FILE = /design/flow/constraint.sdc
export NUM_CORES = 4
export LEC_CHECK = 1
export CORE_UTILIZATION = 30
[design/flow/constraint.sdc]
current_design Timer

set clk_period 13.8
set clk_io_pct 0.2

create_clock -name clk0 -period $clk_period [get_ports {clk}]

set non_clock_inputs [all_inputs -no_clocks]
set_input_delay [expr $clk_period * $clk_io_pct] -clock clk0 $non_clock_inputs
set_output_delay [expr $clk_period * $clk_io_pct] -clock clk0 [all_outputs]
[design/flow/design.v]
import BasicTypes::*;
import RvTypes::*;
import Rv32Types::*;
import RafiTypes::*;
interface InterruptControllerIF;
    logic valid;
    logic [3:0] code;  
    modport InterruptController(
    output
        valid,
        code
    );
    modport FetchStage(
    input
        valid,
        code
    );
endinterface
package BasicTypes;
parameter BYTE_WIDTH = 8;
typedef logic signed [7:0]  int8_t;
typedef logic signed [15:0] int16_t;
typedef logic signed [31:0] int32_t;
typedef logic signed [63:0] int64_t;
typedef logic [7:0]  uint8_t;
typedef logic [15:0] uint16_t;
typedef logic [31:0] uint32_t;
typedef logic [63:0] uint64_t;
typedef struct packed {
    logic sign;
    logic [7:0] exponent;
    logic [22:0] fraction;
} fp32_t;
endpackage
package RvTypes;
parameter REG_ADDR_WIDTH = 5;
parameter CSR_ADDR_WIDTH = 12;
parameter FRM_RNE = 3'b000;  
parameter FRM_RTZ = 3'b001;  
parameter FRM_RDN = 3'b010;  
parameter FRM_RUP = 3'b011;  
parameter FRM_RMM = 3'b100;  
parameter FRM_DYN = 3'b111;  
parameter EXCEPTION_CODE_INSN_ADDR_MISALIGNED  = 4'h0;
parameter EXCEPTION_CODE_INSN_ACCESS_FAULT     = 4'h1;
parameter EXCEPTION_CODE_ILLEGAL_INSN          = 4'h2;
parameter EXCEPTION_CODE_BREAKPOINT            = 4'h3;
parameter EXCEPTION_CODE_LOAD_ADDR_MISALIGNED  = 4'h4;
parameter EXCEPTION_CODE_LOAD_ACCESS_FAULT     = 4'h5;
parameter EXCEPTION_CODE_STORE_ADDR_MISALIGNED = 4'h6;
parameter EXCEPTION_CODE_STORE_ACCESS_FAULT    = 4'h7;
parameter EXCEPTION_CODE_ECALL_FROM_U          = 4'h8;
parameter EXCEPTION_CODE_ECALL_FROM_S          = 4'h9;
parameter EXCEPTION_CODE_ECALL_FROM_M          = 4'hb;
parameter EXCEPTION_CODE_INSN_PAGE_FAULT       = 4'hc;
parameter EXCEPTION_CODE_LOAD_PAGE_FAULT       = 4'hd;
parameter EXCEPTION_CODE_STORE_PAGE_FAULT      = 4'hf;
parameter INTERRUPT_CODE_U_SOFTWARE = 4'h0;
parameter INTERRUPT_CODE_S_SOFTWARE = 4'h1;
parameter INTERRUPT_CODE_M_SOFTWARE = 4'h3;
parameter INTERRUPT_CODE_U_TIMER    = 4'h4;
parameter INTERRUPT_CODE_S_TIMER    = 4'h5;
parameter INTERRUPT_CODE_M_TIMER    = 4'h7;
parameter INTERRUPT_CODE_U_EXTERNAL = 4'h8;
parameter INTERRUPT_CODE_S_EXTERNAL = 4'h9;
parameter INTERRUPT_CODE_M_EXTERNAL = 4'hb;
typedef enum logic [1:0]
{
    MemoryAccessType_Instruction  = 2'h0,
    MemoryAccessType_Load         = 2'h2,
    MemoryAccessType_Store        = 2'h3
} MemoryAccessType;
typedef enum logic [1:0]
{
    Priv_User         = 2'b00,
    Priv_Supervisor   = 2'b01,
    Priv_Machine      = 2'b11
} Priv;
typedef logic [REG_ADDR_WIDTH-1:0] reg_addr_t;
typedef logic [CSR_ADDR_WIDTH-1:0] csr_addr_t;
typedef struct packed {
    logic NV;    
    logic DZ;    
    logic OF;    
    logic UF;    
    logic NX;    
} fflags_t;
endpackage
module Timer (
    output logic irq,
    output logic [31:0] readData,
    input logic [3:0] addr,
    input logic [31:0] writeData,
    input logic readEnable,
    input logic writeEnable,
    input logic clk,
    input logic rst
);
    logic [63:0] mtime;
    logic [63:0] mtimecmp;
    logic [63:0] inc_mtime;
    logic [63:0] next_mtime;
    logic [63:0] next_mtimecmp;
    always_comb begin
        irq = (mtime >= mtimecmp) ? 1 : 0;
        unique case(addr[3:2])
        0: readData = mtime[31:0];
        1: readData = mtime[63:32];
        2: readData = mtimecmp[31:0];
        3: readData = mtimecmp[63:32];
        endcase
        inc_mtime = mtime + 1;
        next_mtime[31:0]     = (writeEnable && addr[3:2] == 2'b00) ? writeData : inc_mtime[31:0];
        next_mtime[63:32]    = (writeEnable && addr[3:2] == 2'b01) ? writeData : inc_mtime[63:32];
        next_mtimecmp[31:0]  = (writeEnable && addr[3:2] == 2'b10) ? writeData : mtimecmp[31:0];
        next_mtimecmp[63:32] = (writeEnable && addr[3:2] == 2'b11) ? writeData : mtimecmp[63:32];
    end
    always_ff @(posedge clk) begin
        if (rst) begin
            mtime <= '0;
            mtimecmp <= '0;
        end
        else begin
            mtime <= next_mtime;
            mtimecmp <= next_mtimecmp;
        end
    end
endmodule
==> out/summary.log <==
qor: placed_design.finalWeightedCongestion 0.839
qor: logic_synthesis.synthesis_stage_register_bit_count 128
qor: sta.timing.final.setup_violations 0
qor: routing.vias_per_cell 5.45
qor: grt.global_route.overflow_total 0
qor: clocking.cts.root.buffer_cell clkbuf_16
qor: critical_path.crit_path_top_delay_cell mux4_2
qor: placed_design.placed_cell_area 0.00919 mm^2
qor: cells_and_area.most_frequent_standard_cell_in_the_layout_excluding_fill_and_tap_cells nand2_1
qor: sta.final.setup.worst_slack 6.54 ns
qor: sta.grt_setup_unrepaired no
qor: power.power.ir.vdd_worst 0.0745 mV
qor: logic_synthesis.yosys-stat-cells 1010
qor: min_path.hp-class flip-flop to flip-flop
qor: critical_path.critPathLaunch addr[2]
qor: sta.finClkSkew 0.0131 ns
qor: logic_synthesis.synth_cell_types 50
qor: clocking.ctsHtreeMaxLevel 4
qor: logic_synthesis.number_of_flops_mapped_to_enable_cells_by_yosys 0
qor: power.p_total 1.04 mW
qor: min_path.min-delay-start mtimecmp[28]
qor: sta.min_tclk_post_route 7.26 ns
qor: clocking.clock_path_buffers 2
qor: clocking.cts_made_buffers 17
qor: sta.timing.max_slew.rel_slack 0.441
qor: clocking.clk_latency 0.43 ns
qor: routing.diodes 0
qor: critical_path.reg2reg_depth 5
qor: grt.via_count_of_the_first_global_routing_pass 7153
qor: critical_path.path_buffers 3
qor: sta.fin_setup_tns 0 ns
qor: logic_synthesis.postSynthAreaPerCell 8.12 um^2
qor: floorplanning.floorplan.die_area 0.0280 mm^2
qor: logic_synthesis.ys_async_sr_fraction 0
qor: cells_and_area.layout.cell_area.non_filler 0.00981 mm^2
qor: cells_and_area.layout_top_cells_excl_fill_tap nand2_1, dfxtp_1, a21oi_1
qor: power.p_switching 0.289 mW
qor: critical_path.critPathArrivalTime 4.50 ns
qor: placed_design.post_detail_place_hpwl 17200 um
qor: critical_path.max_stage_delay 0.61 ns
qor: floorplanning.num_rows 60
qor: sta.hold_slack 0.465 ns
qor: sta.layout_worst_path_cycle_share 0.526
qor: critical_path.timing.rr.end mtime[45]
qor: routing.detailedRoute.firstPassIterationCount 5
qor: critical_path.worstSetupPathType input pin to output pin
qor: clocking.cts_tree built
qor: clocking.cts_post_setup_buffers_inserted 0
qor: critical_path.worst-r2r-setup-slack 10.47 ns
qor: run_status.result_of_the_run completed
qor: cells_and_area.final-instance-count-excl-fill 1406
qor: critical_path.cpLargestDelayFamily buffers and inverters
qor: logic_synthesis.synthDominantCellAreaShare 0.312
qor: floorplanning.floorplan.initialDensity 0.305
qor: power.power.density 106 mW/mm^2
qor: logic_synthesis.postSynth.topFlopCell dfxtp_1
qor: routing.antenna_left 0
qor: logic_synthesis.yosys_area 0.00820 mm^2
qor: routing.wl_per_cell 17.5 um
qor: logic_synthesis.syn_inst 1010
qor: power.comb_power_share 0.145
qor: placed_design.post-place-cells 1374
qor: critical_path.cp-start-kind input pin
qor: critical_path.cp_data_required_time 11.04 ns
qor: logic_synthesis.post_synth_main_area_contributors dfxtp_1, ha_1, mux4_2
qor: cells_and_area.post_route_cells_drive_above_1_share 0.0854
qor: power.p_int 0.748 mW
qor: floorplanning.ioPinCount 73
qor: sta.number_of_pins_with_negative_max_slew_slack_in_the_final_report 0
qor: routing.drt-initial-drc-count 636
qor: clocking.tritoncts_num_sinks 128
qor: grt.grt_pass1_wl 39800 um
qor: placed_design.port_buffers 69
qor: critical_path.worstSetupEndpointType output pin
qor: clocking.clock_slew_at_the_register_clock_pins_of_the_worst_setup_and_hold_paths 0.06 ns
qor: cells_and_area.area_delta_synth_final 19.6%
qor: critical_path.path_cells buf_2 > buf_4 > mux4_2 > clkdlybuf4s50_1
qor: logic_synthesis.postSynthSeqShare 0.312
qor: routing.via_count 7658
qor: floorplanning.core_region_area 0.0269 mm^2
qor: power.power_frac_seq 0.395
qor: power.lkg_pwr 3.29 nW
qor: power.clkPwrFrac 0.459
qor: sta.max_slew.worst_pin.slew 0.839 ns
qor: routing.drt_drc_violations_left 0
qor: clocking.cts.hold.buffers_added 0
qor: min_path.holdPathStages 2
qor: cells_and_area.utilization 0.365
qor: run.maxCapViolCount 0
qor: cells_and_area.fill_cells 2709
qor: grt.grt_start_max_net_pins 59
qor: sta.final_hold_viol_count 0
qor: critical_path.critical_path.reg2reg.startpoint mtime[25]
qor: placed_design.dpl_worst_slack 6.51 ns
qor: floorplanning.fp.dieH 167 um
qor: min_path.worst_hold_path.endpoint mtimecmp[28]
qor: clocking.cts_repair_resize_count 0
qor: grt.grt.total_usage 0.183
qor: sta.fmaxAchievable 138 MHz
qor: critical_path.critPathMaxFanout 39
qor: run.warning_count 28
qor: logic_synthesis.synthesis.area 0.00820 mm^2
qor: routing.finalWirelength 24600 um
qor: power.switching_part_of_the_total_power 0.278
qor: grt.grt_antenna_before_repair 0
qor: logic_synthesis.yosys_warnings 3
qor: floorplanning.floorplan.die.width 167 um
qor: logic_synthesis.synth_top_cell_by_area dfxtp_1
-- flip-flops by register name (all words and copies together), names as in the netlist --
register / flops
mtime: 64
mtimecmp: 64
-- worst max path at each step --
stage / end / slack (ns) / depth (start not counted)
CTS: readData[27] / 6.50 / 4
global route: readData[24] / 6.40 / 4
finish: readData[20] / 6.54 / 4
-- cells in the mapped netlist (14+ instances only) --
| cell type | n |
|---|---|
| nand4_1 | 28 |
| xor2_1 | 14 |
| nand3_1 | 32 |
| nor3_1 | 15 |
| or4_1 | 14 |
| a311oi_1 | 23 |
| nand2_1 | 181 |
| mux4_2 | 32 |
| ha_1 | 65 |
| clkbuf_1 | 55 |
| inv_1 | 72 |
| and4_1 | 17 |
| a211oi_1 | 29 |
| a21oi_1 | 90 |
| dfxtp_1 | 128 |
| nor2_1 | 65 |
| or3_1 | 14 |
| o21ai_0 | 22 |
| nor4_1 | 27 |
-- kinds of logic (layout without fill, tap and decap cells) --
group | after synthesis | in the layout | synth area share
xor+xnor | 25 | 25 | 0.0267
flops | 128 | 128 | 0.312
buf+inv | 133 | 188 | 0.0610
mux | 37 | 37 | 0.0940
fa+ha+maj | 65 | 65 | 0.0992
simple gates | 427 | 427 | 0.257
compound gates | 195 | 195 | 0.150
-- routing by layer --
metal  up-vias  wire length (um)  GRT usage
met5         -                 0          0
met4         0               191     0.0191
met3        14              1810     0.0469
met2       243             10800      0.274
met1      3647             11900      0.280
li1       3754                 -          -
-- power groups by stage --
stage	Sequential [mW]	Combinational, mW	Clock (mW)
4_1_cts	0.409	0.151	0.483
5_1_grt	0.413	0.168	0.500
6_report	0.410	0.151	0.476
-- area by class of cell --
cell class              instances  area, um^2  share of cell area
repair buffers                 84         791              0.0806
clock inverters                14         181              0.0185
multi-input cells             749        5140               0.524
flip-flops and latches        128        2560               0.261
clock buffers                  18         439              0.0448
inverters                      72         270              0.0275
well taps                     341         427              0.0435
-- worst register-to-register path, delay by kind of cell (launching register included) --
| family | cells | cell delay [ns] |
|---|---|---|
| AND/OR/NAND/NOR | 4 | 2.46 |
| AND-OR/OR-AND | 1 | 0.25 |
| flip-flops | 1 | 0.53 |
No activity file was given, so power comes from the tool's default toggle rates.
